--- ./design.v ---
module uart_tx(
input  wire         clk         ,  
input  wire         resetn      ,  
output wire         uart_txd    ,  
output wire         uart_tx_busy,  
input  wire         uart_tx_en  ,  
input  wire [7:0]   uart_tx_data   
);
parameter   BIT_RATE        = 9600;  
localparam  BIT_P           = 1000000000 * 1/BIT_RATE;  
parameter   CLK_HZ          =    100000000;
localparam  CLK_P           = 1000000000 * 1/CLK_HZ;  
parameter   PAYLOAD_BITS = 8;
parameter   STOP_BITS       = 1;
localparam       CYCLES_PER_BIT     = BIT_P / CLK_P;
localparam       COUNT_REG_LEN      = 1+$clog2(CYCLES_PER_BIT);
reg txd_reg;
reg [PAYLOAD_BITS-1:0] data_to_send;
reg [COUNT_REG_LEN-1:0] cycle_counter;
reg [3:0] bit_counter;
reg [2:0] fsm_state;
reg [2:0] n_fsm_state;
localparam FSM_IDLE = 0;
localparam FSM_START= 1;
localparam FSM_SEND = 2;
localparam FSM_STOP = 3;
assign uart_tx_busy = fsm_state != FSM_IDLE;
assign uart_txd     = txd_reg;
wire next_bit     = cycle_counter == CYCLES_PER_BIT;
wire payload_done = bit_counter   == PAYLOAD_BITS  ;
wire stop_done    = bit_counter   == STOP_BITS && fsm_state == FSM_STOP;
always @(*) begin : p_n_fsm_state
    case(fsm_state)
        FSM_IDLE : n_fsm_state = uart_tx_en   ? FSM_START: FSM_IDLE ;
        FSM_START: n_fsm_state = next_bit     ? FSM_SEND : FSM_START;
        FSM_SEND : n_fsm_state = payload_done ? FSM_STOP : FSM_SEND ;
        FSM_STOP : n_fsm_state = stop_done    ? FSM_IDLE : FSM_STOP ;
        default  : n_fsm_state = FSM_IDLE;
    endcase
end
integer i = 0;
always @(posedge clk) begin : p_data_to_send
    if(!resetn) begin
        data_to_send <= {PAYLOAD_BITS{1'b0}};
    end else if(fsm_state == FSM_IDLE && uart_tx_en) begin
        data_to_send <= uart_tx_data;
    end else if(fsm_state       == FSM_SEND       && next_bit ) begin
        for ( i = PAYLOAD_BITS-2; i >= 0; i = i - 1) begin
            data_to_send[i] <= data_to_send[i+1];
        end
    end
end
always @(posedge clk) begin : p_bit_counter
    if(!resetn) begin
        bit_counter <= 4'b0;
    end else if(fsm_state != FSM_SEND && fsm_state != FSM_STOP) begin
        bit_counter <= {COUNT_REG_LEN{1'b0}};
    end else if(fsm_state == FSM_SEND && n_fsm_state == FSM_STOP) begin
        bit_counter <= {COUNT_REG_LEN{1'b0}};
    end else if(fsm_state == FSM_STOP&& next_bit) begin
        bit_counter <= bit_counter + 1'b1;
    end else if(fsm_state == FSM_SEND && next_bit) begin
        bit_counter <= bit_counter + 1'b1;
    end
end
always @(posedge clk) begin : p_cycle_counter
    if(!resetn) begin
        cycle_counter <= {COUNT_REG_LEN{1'b0}};
    end else if(next_bit) begin
        cycle_counter <= {COUNT_REG_LEN{1'b0}};
    end else if(fsm_state == FSM_START || 
                fsm_state == FSM_SEND  || 
                fsm_state == FSM_STOP   ) begin
        cycle_counter <= cycle_counter + 1'b1;
    end
end
always @(posedge clk) begin : p_fsm_state
    if(!resetn) begin
        fsm_state <= FSM_IDLE;
    end else begin
        fsm_state <= n_fsm_state;
    end
end
always @(posedge clk) begin : p_txd_reg
    if(!resetn) begin
        txd_reg <= 1'b1;
    end else if(fsm_state == FSM_IDLE) begin
        txd_reg <= 1'b1;
    end else if(fsm_state == FSM_START) begin
        txd_reg <= 1'b0;
    end else if(fsm_state == FSM_SEND) begin
        txd_reg <= data_to_send[0];
    end else if(fsm_state == FSM_STOP) begin
        txd_reg <= 1'b1;
    end
end
endmodule
--- ./run.sh ---
#!/bin/bash
# OpenROAD 26Q1-2900-gdf79404cd8, Yosys 0.63+post, stock flow scripts
make -C /OpenROAD-flow-scripts/flow DESIGN_CONFIG=/design/flow/config.mk WORK_HOME=/design/flow/orfs finish
--- ./config.mk ---
export PLATFORM = sky130hd
export DESIGN_NAME = uart_tx
export DESIGN_NICKNAME = uart_tx
export VERILOG_FILES = /design/flow/design.v
export SDC_FILE = /design/flow/constraint.sdc
export NUM_CORES = 4
export LEC_CHECK = 1
export CORE_AREA = 10 10 97 97
export DIE_AREA = 0 0 107 107
--- ./constraint.sdc ---
current_design uart_tx

set clk_period 2.5
set clk_io_pct 0.2

create_clock -name clk0 -period $clk_period [get_ports {clk}]

set non_clock_inputs [all_inputs -no_clocks]
set_input_delay [expr $clk_period * $clk_io_pct] -clock clk0 $non_clock_inputs
set_output_delay [expr $clk_period * $clk_io_pct] -clock clk0 [all_outputs]
==> qor.yml <==
timing:
  fin_setup_tns_ns: 0
  fin_crit_sh_pct: 85.6
  rsz0062_at_grt: "no"
  hold_viol: 0
  relSlewSlack_pct: 58.8
  period_minus_slack_ns: 2.14
  fmax_ghz: 0.467
  slew_viol_final: 0
  setup-violations-final: 0
  finClkSkew_ns: 0.00405
  tightestPinTransition_ns: 0.612
route:
  drtIter0Drc: 92
  wl_per_cell_um: 10.5
  drt-vias-per-instance: 4.09
  routed_wl_mm: 3.03
  detail-route-antenna-nets: 0
  drtPass1Iterations: 4
  antenna-diode-count: 0
  drc_errors: 0
  vias: 1177
finish:
  area_delta_synth_final_pct: 22.6
  finalNonFillerCells: 288
  largest_register_ffs: 15
  largestRegisters: "cycle_counter x15, data_to_send x8, bit_counter x4"
  top_register: "cycle_counter"
  drive_gt1_share_pct: 7.94
power_and_ir_drop:
  clock_power_share_pct: 39.3
  ir_drop_mv: 0.375
  p_per_area_nw_per_um2: 552
  power.total_w: 0.00100
  p_sw_share_pct: 23.4
  p_leak_nw: 0.579
  seq_power_share_pct: 50.9
  p_switching_w: 0.000235
  intPower_w: 0.000769
  comb_power_share_pct: 9.7
yosys:
  synth-warning-count: 1
  ys_dominant_reg_cell: "dfxtp_1"
  netlist_area_sq_um: 1480
  yosys-top-cells-count: "dfxtp_1 (30), nor2_1 (21), nand2_1 (18)"
  most_common_cell: "dfxtp_1"
  topCellsByArea: "dfxtp_1 (40%), xnor2_1 (7.7%), mux2i_1 (6.1%)"
  edf_count: 0
  synthArstFlopShare_pct: 0
  seq_area_frac_synth_pct: 40.5
  yosys_cells: 173
  yosysChipArea_sq_um: 1480
  synth_cells: 173
  synth_cell_types: 30
  top_area_share_pct: 40.5
  largest_area_cell: "dfxtp_1"
  avgSynthCellArea_sq_um: 8.58
  ys_ff: 30
cts:
  insertion_delay_ns: 0.28
  cts_buffers: 5
  ctsRootBufferMaster: "clkbuf_8"
  clockBufferDepth: 2
  cts_setup_buffers: 0
  clk_pin_slew_ns: 0.06
  cts_hold_buf: 0
  h-tree-depth: 2
  ctsResizeCount: 0
  clock-sinks: 30
  cts_tree: "done"
global_route:
  use_met1_pct: 8.03
  grt-ovfl-total: 0
  met2_usage_pct: 8.12
  antenna_found_initial: 0
  gr-usage-all-layers_pct: 5.53
  grt_pass1_vias: 1192
  grt_pass1_wl_mm: 5.42
  top_usage_layer: "met2"
  grt_max_degree: 19
  met3_usage_pct: 1.33
floorplanning:
  die_y_um: 107
  io_pins: 13
  die-width_um: 107
  fp-utilization_pct: 20.4
  rows: 31
  core_area_sq_um: 7290
  die_area_sq_um: 11400
min_path:
  hold_start: "data_to_send[6]"
  hp-class: "flop to flop"
  min_to: "data_to_send[6]"
  min_path_cells: 2
critical_path:
  path_max_fanout: 11
  worst_ep_required_time_ns: 2.00
  r2r-end: "data_to_send[5]"
  crit_path_end_kind: "output pin"
  rrSetupSlack_ns: 0.38
  worstReg2RegStart: "cycle_counter[2]"
  path_class: "flop to output pin"
  ff2ff_path_depth: 4
  worst_ep_arrival_time_ns: 1.64
  cp-start-kind: "flop"
placement:
  dp_hpwl_mm: 2.18
  place_inst: 280
  port_buffers: 12
  routabilityCongestion: 0.800
outcome:
  status: "completed"
flow_run:
  warnings: 28
  max_cap_violations: 0
## per-stage QoR
stage	hold WS [ns]	worst slack (ns)	cell area (sq um)	util [%]
after floorplan	0.432	0.513	1480	-
after global placement	0.441	0.424	1730	23.7
after detailed placement	0.447	0.380	1730	23.7
after CTS	0.463	0.336	1820	24.9
after global routing	0.496	0.204	1820	24.9
final	0.457	0.359	1820	24.9
## cells by family after synthesis
group / share of synthesized area (%)
AND-OR/OR-AND: 9.11
AND/OR/NAND/NOR: 26.6
buffers and inverters: 3.88
XOR/XNOR: 8.85
adder cells (fa/ha/maj): 4.22
flip-flops: 40.5
multiplexers: 6.83
## how the worst max path moves through the flow
| stage | end | startpoint | slack (ns) | depth (start not counted) |
|---|---|---|---|---|
| CTS | uart_tx_busy | fsm_state[1] | 0.34 | 3 |
| global route | uart_tx_busy | fsm_state[0] | 0.20 | 3 |
| finish | uart_tx_busy | fsm_state[1] | 0.36 | 3 |
## critical path: stages (launching register included)
cell	delay [ns]
dfxtp_1	0.55
nor2_1	0.17
inv_1	0.15
clkdlybuf4s50_1	0.49
## area by class of cell
type                    count  area (sq um)
well taps                  99           124
flip-flops and latches     30           601
repair buffers             15           143
clock buffers               7          86.3
fillers                   817          5470
inverters                   8          30.0
multi-input cells         128           831
clock inverters             1          5.00
## power groups by stage
stage	Combinational (W)	Sequential, W	Clock (W)
6_report	0.0000977	0.000511	0.000395
5_1_grt	0.000111	0.000514	0.000429
4_1_cts	0.0000993	0.000511	0.000406
## layer usage
metal | up-vias | part of all wire, % | wire length [um]
met5 | - | 0 | 0
met4 | 0 | 3.1 | 93
met3 | 5 | 2.9 | 89
met2 | 15 | 42 | 1280
met1 | 535 | 52 | 1570
li1 | 622 | - | -
## cells in the final DEF (no fill, tap or decap), drive strengths merged, types with 2 or more instances in the layout
cell type and instances:
dfxtp 30, nor2 21, nand2 18, xnor2 13, clkdlybuf4s50 12, nand2b 10
mux2i 9, inv 8, o211ai 7, clkbuf 7, nand3 6, nor4 6
a21oi 6, o21ai 5, nor3 5, ha 5, nand4 3, buf 3
or3 2, xor2 2, or4 2
Power is estimated from default activity; no workload was simulated.
