[flow/config.mk]
export PLATFORM = sky130hd
export DESIGN_NAME = uart_rx
export DESIGN_NICKNAME = uart_rx
export VERILOG_FILES = /design/flow/design.v
export SDC_FILE = /design/flow/constraint.sdc
export NUM_CORES = 4
export LEC_CHECK = 1
export CORE_UTILIZATION = 30
[flow/constraint.sdc]
current_design uart_rx

set clk_period 2.9
set clk_io_pct 0.2

create_clock -name clk0 -period $clk_period [get_ports {clk}]

set non_clock_inputs [all_inputs -no_clocks]
set_input_delay [expr $clk_period * $clk_io_pct] -clock clk0 $non_clock_inputs
set_output_delay [expr $clk_period * $clk_io_pct] -clock clk0 [all_outputs]
[flow/run.sh]
#!/bin/bash
# OpenROAD 26Q1-2900-gdf79404cd8, Yosys 0.63+post, stock flow scripts
make -C /OpenROAD-flow-scripts/flow DESIGN_CONFIG=/design/flow/config.mk WORK_HOME=/design/flow/orfs finish
[flow/design.v]
module uart_rx(
input  wire       clk          ,  
input  wire       resetn       ,  
input  wire       uart_rxd     ,  
input  wire       uart_rx_en   ,  
output wire       uart_rx_break,  
output wire       uart_rx_valid,  
output reg  [7:0] uart_rx_data    
);
parameter   BIT_RATE        = 9600;  
localparam  BIT_P           = 1000000000 * 1/BIT_RATE;  
parameter   CLK_HZ          =    100000000;
localparam  CLK_P           = 1000000000 * 1/CLK_HZ;  
parameter   PAYLOAD_BITS = 8;
parameter   STOP_BITS       = 1;
localparam       CYCLES_PER_BIT     = BIT_P / CLK_P;
localparam       COUNT_REG_LEN      = 1+$clog2(CYCLES_PER_BIT);
reg rxd_reg;
reg rxd_reg_0;
reg [PAYLOAD_BITS-1:0] recieved_data;
reg [COUNT_REG_LEN-1:0] cycle_counter;
reg [3:0] bit_counter;
reg bit_sample;
reg [2:0] fsm_state;
reg [2:0] n_fsm_state;
localparam FSM_IDLE = 0;
localparam FSM_START= 1;
localparam FSM_RECV = 2;
localparam FSM_STOP = 3;
assign uart_rx_break = uart_rx_valid && ~|recieved_data;
assign uart_rx_valid = fsm_state == FSM_STOP && n_fsm_state == FSM_IDLE;
always @(posedge clk) begin
    if(!resetn) begin
        uart_rx_data  <= {PAYLOAD_BITS{1'b0}};
    end else if (fsm_state == FSM_STOP) begin
        uart_rx_data  <= recieved_data;
    end
end
wire next_bit     = cycle_counter == CYCLES_PER_BIT || fsm_state == FSM_STOP &&  cycle_counter == CYCLES_PER_BIT/2;
wire payload_done = bit_counter  == PAYLOAD_BITS  ;
always @(*) begin : p_n_fsm_state
    case(fsm_state)
        FSM_IDLE : n_fsm_state = rxd_reg      ? FSM_IDLE : FSM_START;
        FSM_START: n_fsm_state = next_bit     ? FSM_RECV : FSM_START;
        FSM_RECV : n_fsm_state = payload_done ? FSM_STOP : FSM_RECV ;
        FSM_STOP : n_fsm_state = next_bit     ? FSM_IDLE : FSM_STOP ;
        default  : n_fsm_state = FSM_IDLE;
    endcase
end
integer i = 0;
always @(posedge clk) begin : p_recieved_data
    if(!resetn) begin
        recieved_data <= {PAYLOAD_BITS{1'b0}};
    end else if(fsm_state == FSM_IDLE             ) begin
        recieved_data <= {PAYLOAD_BITS{1'b0}};
    end else if(fsm_state == FSM_RECV && next_bit ) begin
        recieved_data[PAYLOAD_BITS-1] <= bit_sample;
        for ( i = PAYLOAD_BITS-2; i >= 0; i = i - 1) begin
            recieved_data[i] <= recieved_data[i+1];
        end
    end
end
always @(posedge clk) begin : p_bit_counter
    if(!resetn) begin
        bit_counter <= 4'b0;
    end else if(fsm_state != FSM_RECV) begin
        bit_counter <= {COUNT_REG_LEN{1'b0}};
    end else if(fsm_state == FSM_RECV && next_bit) begin
        bit_counter <= bit_counter + 1'b1;
    end
end
always @(posedge clk) begin : p_bit_sample
    if(!resetn) begin
        bit_sample <= 1'b0;
    end else if (cycle_counter == CYCLES_PER_BIT/2) begin
        bit_sample <= rxd_reg;
    end
end
always @(posedge clk) begin : p_cycle_counter
    if(!resetn) begin
        cycle_counter <= {COUNT_REG_LEN{1'b0}};
    end else if(next_bit) begin
        cycle_counter <= {COUNT_REG_LEN{1'b0}};
    end else if(fsm_state == FSM_START || 
                fsm_state == FSM_RECV  || 
                fsm_state == FSM_STOP   ) begin
        cycle_counter <= cycle_counter + 1'b1;
    end
end
always @(posedge clk) begin : p_fsm_state
    if(!resetn) begin
        fsm_state <= FSM_IDLE;
    end else begin
        fsm_state <= n_fsm_state;
    end
end
always @(posedge clk) begin : p_rxd_reg
    if(!resetn) begin
        rxd_reg     <= 1'b1;
        rxd_reg_0   <= 1'b1;
    end else if(uart_rx_en) begin
        rxd_reg     <= rxd_reg_0;
        rxd_reg_0   <= uart_rxd;
    end
end
endmodule
==> changes_impl.md <==
### Physical design

- CP required: 2.32 ns
- # Max-Cap Violations: 0
- Hold WC Path Type: register to register
- Post-DRT Antenna Nets: 0
- Total grt overflow: 0
- Reg2reg start: cycle_counter[11]$_SDFFE_PP0P_
- Mapped Cells: 205
- Post-synth seq share: 44.0%
- Synth area leaders: dfxtp_1 (44%), mux2i_1 (12%), nand2_1 (5.3%), nor3_1 (2.9%), xor2_1 (2.8%)
- Post-DR vias/cell: 4.98
- Fin. Hold Viols: 0
- Pre-CTS setup slack: 0.209 ns
- CTS Buf Count: 5
- DP Area: 2140 µm²
- Number of diodes: 0
- Routability congestion estimate: 0.855
- DR pass1 iterations: 4
- Worst setup EP type: output port
- Distinct lib cells: 43
- Overall power: 1.18 mW
- Largest net degree at the start of global routing: 22
- CTS tree: built
- Hold worst-path end: recieved_data[7]$_SDFFE_PP0P_
- Largest area contributor in the netlist: dfxtp_1
- Final instance area: 2330 µm²
- Most frequent cells after synthesis: dfxtp_1 (42), nand2_1 (27), mux2i_1 (22)
- Core Rows: 28
- Layout cells sized above 1: 12.4%
- Filler cells: 597
- Die height: 81.8 µm
- Post-Route Utilization: 38.6%
- R2r setup slk: 1.04 ns
- FMAX: 0.361 GHz
- Top Registers: cycle_counter (15), recieved_data (8), uart_rx_data (8)
- Hold_buf cts: 0
- Clock Sinks: 42
- Critical path type: register to output port
- Post-synth top area share: 44.0%
- Vias in the first global route: 1380
- Die W: 81.8 µm
- PwrDens: 506 nW/µm²
- # placed instances: 289
- Initial antenna violation count: 0
- Top-Level Pins: 14
- Final worst clock skew: 0.00745 ns
- Largest Register: cycle_counter
- Lkg Pwr: 0.774 nW
- Worst r2r dst: recieved_data[4]$_SDFFE_PP0P_
- Final worst-path cycle share: 95.5%
- Critical-path maximum fanout: 6
- Final worst setup slack: 0.129 ns
- 1st-iter DRT viols: 74
- Yosys reg bits: 42
- Synth Area per Inst: 9.32 µm²
- Asr flop ratio synth: 0%
- Tightest Pin Transition: 0.731 ns
- Die area: 6690 µm²
- Count leader, synth: dfxtp_1
- Yosys cell count: 205
- Hold Crit Start: bit_sample$_SDFFE_PN0N_
- Cell count of the worst hold path: 2
- First-pass GRT wire length: 6220 µm
- Crit path launch type: register
- EDFF count, synth: 0
- CTS max path bufs: 2
- Peak supply drop: 0.310 mV
- Log Warnings: 27
- Status: completed
- YS chip area: 1910 µm²
- Mapped cell area: 1910 µm²
- Synth warn: 1
- Post-DP HPWL: 2490 µm
- CTS clk-pin slew, worst paths: 0.08 ns
- Buffers on Ports: 13
- Slew HR: 50.0%
- FF-to-FF path depth: 6
- Post-Layout Cell Count: 301
- Core footprint: 6030 µm²
- Largest register FFs: 15
- Tmin final: 2.77 ns
- Detailed Route WL: 3720 µm
- Synth Flop Type: dfxtp_1
- Final Slew Violations: 0
- Drt drc: 0
- Clock Tree Root: clkbuf_8
- Area Overhead vs Synth: 21.8%
- Vias: 1498
- Clock latency on the worst-skew pair: 0.30 ns
- Final setup fails: 0
- Starting density of the core: 31.7%
- GRT Util Overall: 12.1%
- Worst Path Arrival: 2.19 ns
- WL per Instance: 12.3 µm
- Htree depth: 2
critical path, cell delays in order, from the launching register on:
cell and delay (ns):
dfxtp_1 0.47, nor4bb_1 0.30, nand4b_1 0.20, a21oi_2 0.25
and4_1 0.22, clkdlybuf4s50_1 0.45
how the worst max path moves through the flow:
stage	to	startpoint	cells after the start
CTS	uart_rx_break	cycle_counter[12]$_SDFFE_PP0P_	5
global route	uart_rx_break	cycle_counter[6]$_SDFFE_PP0P_	5
finish	uart_rx_break	cycle_counter[11]$_SDFFE_PP0P_	5
cell families (layout without fill, tap and decap cells):
family                   count (synthesis)  after routing  synth area share [%]
AND-OR/OR-AND                           23             23                  8.84
XOR/XNOR                                10             10                  4.58
flip-flops                              42             42                  44.0
adder cells (fa/ha/maj)                  4              4                  2.62
multiplexers                            22             22                  11.5
buffers and inverters                   19             40                  4.32
AND/OR/NAND/NOR                         85             85                  24.1
through the flow:
step / TNS, ns / hold slack [ns]
CTS: 0 / 0.470
detailed placement: 0 / 0.457
global route: -0.00640 / 0.507
finish: 0 / 0.462
global placement: 0 / 0.448
floorplan: 0 / 0.435
placed cells by master (no fill, tap or decap), types with 2 or more instances in the layout:
master	instances
nand2_1	27
nor3_1	11
ha_1	4
nor2_1	9
nor4bb_1	2
and4_1	3
nand2b_1	2
nand3_1	4
bufinv_16	2
o31ai_1	3
or4_1	2
xor2_1	6
xnor2_1	4
mux2i_1	22
clkdlybuf4s50_1	13
a211oi_2	2
buf_4	11
a21oi_1	2
inv_1	7
dfxtp_1	41
a211oi_1	5
o21ai_0	4
nor3b_1	3
or3_1	4
nor4_1	3
nand4_1	5
clkbuf_8	5
where the power goes:
part | switching [mW] | internal [mW] | total [mW]
logic | 0.0231 | 0.0144 | 0.0375
registers | 0.00703 | 0.582 | 0.589
clock network | 0.206 | 0.345 | 0.551
total | 0.236 | 0.941 | 1.18
layout make-up:
type | instances | area, µm² | area share [%]
flip-flops and latches | 42 | 842 | 36.2
multi-input cells | 144 | 1010 | 43.4
inverters | 8 | 30.0 | 1.29
clock buffers | 5 | 68.8 | 2.96
well taps | 75 | 93.8 | 4.03
clock inverters | 3 | 68.8 | 2.96
repair buffers | 24 | 213 | 9.14
what timing repair did:
action / CTS / global route
setup buffers: 1 / 3
endpoints found under the hold margin: 0 / 0
pin swaps: 2 / 2
gates resized: 2 / 2
endpoints found under the setup margin: 2 / 2
layer usage:
metal,vias to the layer above,GRT usage [%],share of wire [%],routed length (µm)
li1,771,-,-,-
met1,696,17.1,50,1870
met2,26,19.5,45,1660
met3,5,2.71,3.3,123
met4,0,1.75,1.7,63
met5,-,0,0,0
Power is estimated from default activity; no workload was simulated.
